### flow/run.sh
#!/bin/bash
# OpenROAD 26Q1-2900-gdf79404cd8, Yosys 0.63+post, stock flow scripts
make -C /OpenROAD-flow-scripts/flow DESIGN_CONFIG=/design/flow/config.mk WORK_HOME=/design/flow/orfs finish
### flow/config.mk
export PLATFORM = sky130hd
export DESIGN_NAME = debug_unit
export DESIGN_NICKNAME = debug_unit
export VERILOG_FILES = /design/flow/design.v
export SDC_FILE = /design/flow/constraint.sdc
export NUM_CORES = 4
export LEC_CHECK = 1
export CORE_AREA = 10 10 70 70
export DIE_AREA = 0 0 80 80
### flow/constraint.sdc
current_design debug_unit

set clk_period 2.0
set clk_io_pct 0.2

create_clock -name clk0 -period $clk_period [get_ports {clk}]

set non_clock_inputs [all_inputs -no_clocks]
set_input_delay [expr $clk_period * $clk_io_pct] -clock clk0 $non_clock_inputs
set_output_delay [expr $clk_period * $clk_io_pct] -clock clk0 [all_outputs]
### flow/design.v
`timescale 1ns / 1ps
module debug_unit(
										input clk,
										input [7:0] rx_dato_out,  
										input rx_done,
										input tx_done,
										output reg [7:0] tx_dato_in,  
										output reg tx_start
										);
	localparam [3:0]	IDLE = 4'b0001,
									  START = 4'b0010,
									  DATA = 4'b0100,
									  STOP = 4'b1000;
reg [3:0] estado_actual;
initial estado_actual = IDLE;
always @ (posedge clk)
case(estado_actual)
			IDLE:
				begin
					if(rx_done == 1)
						begin
							estado_actual = START;  
						end
					else
						begin
							estado_actual = IDLE;  
						end
				end
			START:
				begin
					if(rx_done == 0)	 
						begin
							tx_dato_in = rx_dato_out;
							tx_start = 1;
							estado_actual = DATA;
						end
					else 
						begin
							estado_actual = estado_actual;
						end
				end
			DATA:
				begin
					if(tx_done == 1)
						begin
							tx_start = 0;
							estado_actual = IDLE;
						end
					else 
						begin
							estado_actual = DATA;
						end
				end
			default:
				begin
					estado_actual = IDLE;
				end
		endcase
endmodule
==> run_results.csv <==
group,metric,value,unit
run_status,outcome,"complete, no violations",
die,boundaryPins,20,
cts,cts_resized,0,
final_timing,relSlewSlack,0.731,
cts,cts_tree,"yes",
global_routing,grtUsageTotal,0.0267,
drt,drt.antenna.violating_nets,0,
worst_setup_path,critical_path_class,"reg -> reg",
cts,clock_sinks,12,
cts,cts_inserted_buffers,3,
cts,postCtsSetupRepairBufs,0,
final_timing,fin_crit,1510,ps
flow_run,max-cap-violations,0,
logic_synthesis,synth_flop_count,12,
final_timing,skew,3.12,ps
die,rows,21,
final_timing,worst_pin_slew,403,ps
worst_setup_path,end_kind,"flop",
die,die-area,6400,um^2
logic_synthesis,synth_cell_types,12,
worst_setup_path,cp.arrival,1480,ps
cts,htree_levels,1,
cts,insertion_delay,260,ps
drt,diodes,0,
final_timing,finalWorstSetupSlack,490,ps
global_routing,overflow,0,
final_timing,finalCritPeriodShare,0.755,
cts,cts-root-buf,"clkbuf_4",
cts,path_clk_slew,70,ps
power,power_per_cell_area,859,nW/um^2
final_timing,clock.fmax,662,MHz
cts,cts.path.max_buffers,2,
global_routing,grt_pass1_wl,1320,um
layout,n_fill_cell,366,
die,die_w,80,um
logic_synthesis,synth_warnings,1,
global_routing,antenna_found_initial,0,
placed_design,routabilityCongestion,0.662,
worst_setup_path,required,1970,ps
global_routing,grt_pass1_vias,321,
placed_design,pre_cts_ws,310,ps
logic_synthesis,ys_area,440,um^2
logic_synthesis,synthCells,23,
logic_synthesis,synth.avg_cell_area,19.1,um^2
die,fp_util,0.129,
cts,cts_hold_buf,0,
final_timing,fin_tns_setup,0,ps
worst_setup_path,path_max_fanout,8,
flow_run,log.warning_count,25,
final_timing,rsz0062_at_grt,"false",
drt,via_per_inst,3.16,
placed_design,port_buffers,19,
logic_synthesis,syn_area,440,um^2
final_timing,setup_violations,0,
power,leakagePower,0.229,nW
global_routing,grt_max_degree,9,
worst_setup_path,start_kind,"flop",
drt,drc_errors,0,
layout,most-common-layout-cells,"19 x clkdlybuf4s50_1, 12 x edfxtp_1, 3 x clkbuf_4",
logic_synthesis,yosys_cells,23,
layout,syn_to_final_growth,63.9,%
logic_synthesis,synth_seq_share,0.818,
hold_path,hold_class,"reg -> reg",
final_timing,hold_violations,0,
die,dieHeight,80,um
drt,wl_per_cell,9.92,um
drt,routed_wl,923,um
drt,drt_first_iter_violations,5,
drt,dr.pass1.iters,2,
layout,layout-drive-gt1-share,0.149,
layout,layout_top_cell,"clkdlybuf4s50_1",
die,core,3420,um^2
drt,vias,294,
final_timing,drv_slew,0,
power,vdd.ir_drop.worst,0.164,mV
final_timing,hold_slack,627,ps
## critical path, cell delays in order, from the launching register on
cell and delay [ps]:
edfxtp_1 430, nor3b_1 400, nor2b_1 200, buf_4 180
## cell type report
type | count | area (um^2) | area share
clock inverter | 1 | 3.75 | 0.00520
clock buffer | 3 | 22.5 | 0.0312
tap | 46 | 57.6 | 0.0797
multi-input combinational | 11 | 80.1 | 0.111
sequential | 12 | 360 | 0.499
timing repair buffer | 20 | 198 | 0.274
## routing by layer
| layer | share of wire | vias up | global-route usage | wire, um |
|---|---|---|---|---|
| met2 | 0.51 | 12 | 0.0465 | 475 |
| met1 | 0.35 | 140 | 0.0226 | 322 |
| met4 | 0 | 0 | 0.00704 | 0 |
| met5 | 0 | - | 0 | 0 |
| li1 | - | 142 | - | - |
| met3 | 0.14 | 0 | 0.0216 | 125 |
## power by group
group	internal [W]	total [W]	leakage, nW	switching [W]
registers	0.000333	0.000363	0.113	0.0000303
clock network	0.0000720	0.000146	0.0154	0.0000744
logic	0.0000771	0.000110	0.101	0.0000332
total	0.000482	0.000620	0.229	0.000138
## synthesized netlist by cell type
cell,number,area [um^2]
or2_2,1,6.26
nor4b_1,1,8.76
edfxtp_1,12,360
nor3_1,1,5.00
or3b_2,1,8.76
nor3b_1,1,7.51
nand3b_1,1,7.51
or3b_1,1,8.76
nor2b_1,1,6.26
a21oi_1,1,5.00
and4bb_2,1,12.5
nand2_1,1,3.75
## sequential cells by signal, indices dropped and copies added (netlist names)
| name | cells |
|---|---|
| tx_start | 1 |
| estado_actual | 3 |
| tx_dato_in | 8 |
## logic make-up (layout without fill, tap and decap cells)
group,Yosys count,count (layout),share of synthesized area
flip-flops,12,12,0.818
AND/OR/NAND/NOR,10,10,0.170
AND-OR/OR-AND,1,1,0.0114
buffers and inverters,0,24,0
## path summary, 6_finish.rpt
check / startpoint / end / slack, ps / cells after the start
setup / recovery: estado_actual[0]$_DFFE_PP_ / tx_dato_in[7]$_DFFE_PP_ / 490 / 3
hold / removal: estado_actual[0]$_DFFE_PP_ / tx_start$_DFFE_PP_ / 630 / 1
setup reg to reg: estado_actual[0]$_DFFE_PP_ / tx_dato_in[7]$_DFFE_PP_ / 490 / 3
hold reg to reg: estado_actual[0]$_DFFE_PP_ / tx_start$_DFFE_PP_ / 630 / 1
## through the flow
step	instances	total power [W]	cell area, um^2	utilization
6_report	93	0.000620	722	0.211
3_5_place_dp	89	0.000483	696	0.204
2_1_floorplan	23	0.000416	440	-
5_1_grt	93	0.000667	722	0.211
3_3_place_gp	89	0.000477	696	0.204
4_1_cts	93	0.000638	722	0.211
No activity file was given, so power comes from the tool's default toggle rates.
