===== design/flow/run.sh =====
#!/bin/bash
# OpenROAD 26Q1-2900-gdf79404cd8, Yosys 0.63+post, stock flow scripts
make -C /OpenROAD-flow-scripts/flow DESIGN_CONFIG=/design/flow/config.mk WORK_HOME=/design/flow/orfs finish

===== design/flow/config.mk =====
export PLATFORM = sky130hd
export DESIGN_NAME = Interface_circuit
export DESIGN_NICKNAME = Interface_circuit
export VERILOG_FILES = /design/flow/design.v
export SDC_FILE = /design/flow/constraint.sdc
export NUM_CORES = 4
export LEC_CHECK = 1
export CORE_AREA = 10 10 86 86
export DIE_AREA = 0 0 96 96

===== design/flow/constraint.sdc =====
current_design Interface_circuit

set clk_period 1.0
set clk_io_pct 0.2

create_clock -name clk0 -period $clk_period [get_ports {rd}]
create_clock -name clk1 -period $clk_period [get_ports {tx_done}]

set non_clock_inputs [all_inputs -no_clocks]
set_input_delay [expr $clk_period * $clk_io_pct] -clock clk0 $non_clock_inputs
set_output_delay [expr $clk_period * $clk_io_pct] -clock clk0 [all_outputs]

===== design/flow/design.v =====
`timescale 1ns / 1ps
module Interface_circuit(input wr,
						input [7:0] wr_data,  
						input rd,
						input [7:0] rx_dato_out,  
						input rx_done,
						input tx_done,
						output reg [7:0] rd_data,  
						output reg rx_empty,
						output reg [7:0] tx_dato_in,  
						output reg tx_start,
						output reg tx_full
    );
	reg [7:0] buff_rx;  
	always @ (posedge rx_done, posedge rd)
	begin
		if(rx_done == 1)
		begin 	
			buff_rx = rx_dato_out; 
			rd_data = rd_data;
			rx_empty = 1;  
		end
		else
		begin
			buff_rx = buff_rx;
			rd_data = buff_rx;
			rx_empty = 0;
		end
	end
	always @ (posedge wr, posedge tx_done)
	begin
		if (wr == 1)
			begin
				tx_dato_in = wr_data;
				tx_full = 1;  
				tx_start = 1;
			end
		else
			begin
				tx_dato_in = tx_dato_in;
				tx_full = 0;  
				tx_start = 0;
			end
	end
endmodule

==> results_dict.tcl <==
# collected from the flow reports
set metrics [dict create \
    status "finished, violations left" \
    violations "negative setup slack" \
    yosys_cells 30 \
    unclocked_pins 16 \
    cts-root-buf "clkbuf_8" \
    clkTransAtPathRegs_ns 0.04 \
    fin_util_pct 18.70 \
    grt_use_total_pct 3.067 \
    drtIter0Drc 9 \
    ant_nets 0 \
    untimed_endpoints 32 \
    p_per_area_mw_per_mm2 1019 \
    io_buffer_count 37 \
    syn_area_per_cell_um2 18.39 \
    path_class "register to output pin" \
    cap_violations 0 \
    dieHeight_um 96 \
    ys_area_um2 551.8 \
    critical_path.max_stage_delay_ns 0.51 \
    drtPass1Iterations 2 \
    path_buffers 1 \
    startpoint "rx_empty" \
    vias 371 \
    core_area_mm2 0.005540 \
    regArea_um2 533.0 \
    dieArea_mm2 0.009216 \
    leakagePower_uw 0.0004252 \
    cts_max_level 1 \
    grt_max_degree 10 \
    hold_path_class "primary input to async pin" \
    cp.arrival_ns 0.81 \
    via_per_inst 2.559 \
    dp.final_hpwl_mm 1.357 \
    grt_pass1_vias 449 \
    grt_pass1_wl_mm 2.173 \
    worst-path-max-fanout 1 \
    antenna_found_initial 0 \
    fp-row-count 27 \
    n_fill_cell 610 \
    initCoreUtil_pct 9.959 \
    hold_viol 0 \
    diodes 0 \
    warnings 29 \
    area_growth_pct 87.75 \
    clockBufferDepth 2 \
    critPathSlowestCell "dfstp_2" \
    synth_cells 30 \
    remaining_drc_errors 0 \
    setup_ws_ns -0.01358 \
    cts_tree "built" \
    overflow 0 \
    peakVddDrop_mv 0.2774 \
    rsz0062_at_grt "yes" \
    logic_area_um2 7.507 \
    post_cts_buffers 0 \
    finalWeightedCongestion 0.7397 \
    drive_above_1_share_pct 19.18 \
    start_kind "register" \
    netlist_area_um2 551.8 \
    yosysWarningCount 3 \
    slew_viol_final 0 \
    dieWidth_um 96 \
    synth_cell_types 6 \
    layout_top_cell "clkdlybuf4s50_1" \
    wl_per_cell_um 10.30 \
    crit_required_ns 0.80 \
    cts-buffers-inserted 3 \
    wirelength_mm 1.494 \
    ios 39 \
    cp-end-kind "output pin" \
    setup_violations 1 \
    worstPathCellList "buf_2" \
    lay_top_cells "clkdlybuf4s50_1, dlxtp_1, edfxtp_1" \
    synth_flops 26 \
    hold_ws_ns 0.5658 \
    tns_ns -0.01358 \
    critPathTopFamily "flip-flops" \
]
final cells by class:
type / instances / area share (%)
Clock buffer: 4 / 4.348
Multi-Input combinational cell: 2 / 0.7246
Tap cell: 72 / 8.696
Timing Repair Buffer: 39 / 34.06
Inverter: 2 / 0.7246
Sequential cell: 26 / 51.45
Yosys cell counts:
| cell type | n | area (um^2) |
|---|---|---|
| buf_4 | 1 | 7.510 |
| edfxtp_1 | 8 | 240.2 |
| dlxtp_1 | 16 | 240.2 |
| conb_1 | 1 | 3.750 |
| inv_1 | 2 | 7.510 |
| dfstp_2 | 2 | 52.55 |
repair_timing:
| action | CTS | global route |
|---|---|---|
| gates resized | 22 | 5 |
| endpoints found under the setup margin | 16 | 6 |
| cloned | 0 | 0 |
| hold buffers | 0 | 0 |
state kept, by name, summed over array words and instances, names as in the netlist:
name        cells
tx_dato_in      8
buff_rx         8
tx_start        1
rd_data         8
rx_empty        1
worst paths after layout:
kind	end	slack, ns	depth (start not counted)
max	rx_empty	-0.01	1
min	rx_empty	0.57	3
max in group asynchronous	tx_start	0.31	2
min in group clk0	rd_data[4]	0.74	2
power by group:
group / switching [uW] / internal (uW)
clock network: 127 / 276
registers: 9.33 / 519
logic: 30.0 / 94.6
tightest hold or removal path, cell delays in order:
cell and delay [ns]:
clkdlybuf4s50_1 0.44, inv_2 0.17, buf_4 0.14
cells by family (layout without fill, tap and decap cells):
kind of cell / count (synthesis) / count (layout) / synth area share (%)
latches: 16 / 16 / 43.54
flip-flops: 10 / 10 / 53.06
buffers and inverters: 3 / 45 / 2.722
other: 1 / 2 / 0.6796
per-stage QoR:
stage	total power, uW	cells	cell area (um^2)	setup WS, ns
CTS	1082	145	1061	-0.02859
global placement	673.5	141	1023	-0.1954
finish	1056	145	1036	-0.01358
detailed placement	676.7	141	1023	-0.2455
floorplan	535.8	31	555.5	0.2315
global route	1106	145	1036	-0.03939
layer usage:
layer | wire [um] | global-route usage (%) | vias to the layer above
met5 | 0 | 0 | -
met1 | 558 | 3.369 | 155
met4 | 33 | 0.8600 | 0
met3 | 410 | 3.616 | 2
li1 | - | - | 179
met2 | 491 | 3.643 | 35
Power figures rest on the tool's default switching activity, not on a simulated workload.
