==> design.v <==
`timescale 1ns / 1ps
module Rx(input dato_in,	
			input tick_in,
			output reg [7:0] dato_out,
			output reg rx_done_tick
    );
	localparam [3:0] IDLE = 4'b0001,
						  START = 4'b0010,
						  DATA = 4'b0100,
						  STOP = 4'b1000;
	reg [7:0] shift;				  
	reg [3:0] estado_actual, estado_siguiente;
	reg [3:0] tickCounter;  
	reg [3:0] dataCounter;  
	reg cambioEstado;
	initial dato_out = 0;
	initial rx_done_tick = 0;
	initial estado_actual = IDLE;
	initial estado_siguiente = IDLE;  
	always@ (posedge tick_in)  
	begin
		case(estado_actual)
			IDLE:
				begin
					cambioEstado = 0;
					tickCounter = 0;
					dataCounter = 0;
					rx_done_tick = 0;
					if(dato_in == 0)
						begin
							estado_actual = START;  
						end
					else
						begin
							estado_actual = IDLE;  
						end
				end
			START:
				begin
					shift = 0;
					dataCounter = 0;  
					if(tickCounter == 7)  
						begin
							tickCounter = 0;
							estado_actual = DATA;  
						end
					else
						begin
							tickCounter = tickCounter +1;
							estado_actual = START;  
						end
				end
			DATA:
				begin
					if(tickCounter == 15)
						begin
							shift = shift >> 1;
							shift = {dato_in, shift[7-1:0]};
							dataCounter = dataCounter + 1;
							tickCounter = 0;
						end
					else
						begin
							tickCounter = tickCounter +1;
							shift = shift;
							dataCounter = dataCounter;
						end
					if (dataCounter == 7+1)  
						begin
							estado_actual = STOP;  
						end
					else
						begin
							estado_actual = DATA;  
						end
				end
			STOP:
				begin
					if(tickCounter == 15)
						begin
							if(cambioEstado == 1)
								estado_actual = IDLE;
							cambioEstado = 1;
							rx_done_tick = 1;
							dato_out = shift;
							tickCounter = 0;
						end
					else
						begin
							tickCounter = tickCounter +1;
						end
				end
			default:
				begin
					estado_actual = IDLE;
					tickCounter = 0;
				end
		endcase
	end 
endmodule
==> run.sh <==
#!/bin/bash
# OpenROAD 26Q1-2900-gdf79404cd8, Yosys 0.63+post, stock flow scripts
make -C /OpenROAD-flow-scripts/flow DESIGN_CONFIG=/design/flow/config.mk WORK_HOME=/design/flow/orfs finish
==> config.mk <==
export PLATFORM = sky130hd
export DESIGN_NAME = Rx
export DESIGN_NICKNAME = Rx
export VERILOG_FILES = /design/flow/design.v
export SDC_FILE = /design/flow/constraint.sdc
export NUM_CORES = 4
export LEC_CHECK = 1
export CORE_AREA = 10 10 94 94
export DIE_AREA = 0 0 104 104
==> constraint.sdc <==
current_design Rx

set clk_period 3.0
set clk_io_pct 0.2

create_clock -name clk0 -period $clk_period [get_ports {tick_in}]

set non_clock_inputs [all_inputs -no_clocks]
set_input_delay [expr $clk_period * $clk_io_pct] -clock clk0 $non_clock_inputs
set_output_delay [expr $clk_period * $clk_io_pct] -clock clk0 [all_outputs]
==> flow_results.xml <==
<?xml version="1.0" encoding="UTF-8"?>
<metrics>
  <group name="run_status">
    <metric name="run_status" unit="">completed</metric>
  </group>
  <group name="clock_network">
    <metric name="clk_pin_slew" unit="ns">0.06</metric>
    <metric name="cts_buffers" unit="">5</metric>
    <metric name="ctsHtreeMaxLevel" unit="">2</metric>
    <metric name="post_cts.repair.setup_buffers" unit="">0</metric>
    <metric name="postCtsResizedCells" unit="">0</metric>
    <metric name="clock_insertion_delay_worst_skew" unit="ns">0.28</metric>
    <metric name="cts-hold-fix-buffers" unit="">0</metric>
    <metric name="tritoncts" unit="">built</metric>
    <metric name="cts.path.max_buffers" unit="">2</metric>
    <metric name="clock_sinks" unit="">30</metric>
    <metric name="cts-root-buf" unit="">sky130_fd_sc_hd__clkbuf_8</metric>
  </group>
  <group name="die">
    <metric name="placement_rows" unit="">30</metric>
    <metric name="fp.dieArea" unit="um2">10800</metric>
    <metric name="initCoreUtil" unit="%">21.0</metric>
    <metric name="coreArea" unit="um2">6830</metric>
    <metric name="dieWidth" unit="um">104</metric>
    <metric name="ioPinCount" unit="">11</metric>
    <metric name="die.size.y" unit="um">104</metric>
  </group>
  <group name="logic_synthesis">
    <metric name="avgSynthCellArea" unit="um2">12.6</metric>
    <metric name="mappedNetlistArea" unit="um2">1430</metric>
    <metric name="synth_chip_area" unit="um2">1430</metric>
    <metric name="synth-seq-cells" unit="">30</metric>
    <metric name="synth_cell_type_count" unit="">36</metric>
    <metric name="synth-cells-yosys" unit="">114</metric>
    <metric name="synth_warnings" unit="">1</metric>
    <metric name="synthCells" unit="">114</metric>
    <metric name="synth-edff-count" unit="">26</metric>
    <metric name="synth_top_flop_cell" unit="">sky130_fd_sc_hd__edfxtp_1</metric>
    <metric name="ys_seq_share" unit="%">60.1</metric>
    <metric name="synthArstFlopShare" unit="%">0</metric>
  </group>
  <group name="worst_setup_path">
    <metric name="worst_setup_path_start_kind" unit="">flip-flop</metric>
    <metric name="sequence_of_cells_on_the_critical_path" unit="">nor2b_1 &gt; nand2_1 &gt; nor2_1</metric>
    <metric name="critical_path_buf_inv_count" unit="">0</metric>
    <metric name="critical_path_required" unit="ns">2.91</metric>
    <metric name="crit_fanout" unit="">11</metric>
    <metric name="critPathArrivalTime" unit="ns">1.72</metric>
    <metric name="slack_of_the_worst_reg_to_reg_path" unit="ns">1.20</metric>
    <metric name="crit_path_top_delay_cell" unit="">sky130_fd_sc_hd__edfxtp_1</metric>
    <metric name="timing.setup.critical_path_class" unit="">flip-flop to flip-flop</metric>
    <metric name="critical_path.endpoint_type" unit="">flip-flop</metric>
    <metric name="crit_family" unit="">simple AND/OR/NAND/NOR gates</metric>
    <metric name="critical_path.max_stage_delay" unit="ns">0.62</metric>
  </group>
  <group name="routing">
    <metric name="insertedDiodeCount" unit="">0</metric>
    <metric name="detail_route.iter0.violations" unit="">89</metric>
    <metric name="drcViolationCount" unit="">0</metric>
    <metric name="routed_wl" unit="um">2190</metric>
    <metric name="drt-wirelength-per-cell" unit="um">9.84</metric>
    <metric name="num_vias" unit="">859</metric>
    <metric name="first_pass_drt_iterations" unit="">3</metric>
    <metric name="ant_nets" unit="">0</metric>
    <metric name="routed_via_density" unit="">3.85</metric>
  </group>
  <group name="final_layout">
    <metric name="area_growth" unit="%">17.9</metric>
    <metric name="layout-drive-gt1-share" unit="%">16.5</metric>
    <metric name="layout_top_cell" unit="">sky130_fd_sc_hd__edfxtp_1</metric>
    <metric name="layout.cells.most_common_list" unit="">26 x sky130_fd_sc_hd__edfxtp_1, 11 x sky130_fd_sc_hd__nor2_1, 10 x sky130_fd_sc_hd__clkdlybuf4s50_1</metric>
  </group>
  <group name="final_timing">
    <metric name="setup_tns" unit="ns">0</metric>
    <metric name="rsz0062_at_grt" unit="">false</metric>
    <metric name="report.final.slew_viol_count" unit="">0</metric>
    <metric name="worst_pin_slew" unit="ns">0.634</metric>
    <metric name="setup-violations-final" unit="">0</metric>
    <metric name="fin_ws" unit="ns">1.20</metric>
    <metric name="relSlewSlack" unit="%">57.6</metric>
    <metric name="max_clock_freq" unit="MHz">554</metric>
    <metric name="layout_min_cycle_time" unit="ns">1.80</metric>
    <metric name="final-hold-violation-count" unit="">0</metric>
    <metric name="crit_share_post_route" unit="%">60.1</metric>
    <metric name="finalClockSkew" unit="ns">0.00280</metric>
  </group>
  <group name="placement">
    <metric name="gp_routability_congestion" unit="">0.818</metric>
    <metric name="hpwlAfterDp" unit="um">1520</metric>
    <metric name="pre_cts_ws" unit="ns">1.19</metric>
    <metric name="numPortBuffers" unit="">10</metric>
  </group>
  <group name="grt">
    <metric name="antenna_found_initial" unit="">0</metric>
    <metric name="first_global_vias" unit="">806</metric>
    <metric name="first_pass_grt_wire_length" unit="um">3760</metric>
    <metric name="global_route.usage.total" unit="%">4.04</metric>
    <metric name="grt-ovfl-total" unit="">0</metric>
    <metric name="pin_count_of_the_biggest_net_entering_global_routing" unit="">12</metric>
  </group>
  <group name="min_path">
    <metric name="hp-class" unit="">flip-flop to flip-flop</metric>
  </group>
  <group name="run">
    <metric name="warning_count" unit="">25</metric>
    <metric name="drv.max_cap_violation_count" unit="">0</metric>
  </group>
  <group name="power_and_ir_drop">
    <metric name="p_per_area" unit="nW/um2">445</metric>
    <metric name="p_leak" unit="nW">0.601</metric>
    <metric name="vdd.ir_drop.worst" unit="mV">0.147</metric>
  </group>
</metrics>
## flip-flops by register name (all words and copies together), names as in the netlist
name / flops
shift: 8
rx_done_tick: 1
dataCounter: 4
estado_actual: 4
tickCounter: 4
dato_out: 8
cambioEstado: 1
## routing by layer
layer  GRT usage, %  part of all wire (%)  vias up  routed length [um]
met4          0.795                   1.6        0                  36
met5              0                     0        -                   0
li1               -                     -      442                   -
met2           5.45                    40       15                 873
met1           5.86                    52      395                1140
met3           1.82                   6.7        7                 148
## stage by stage
step           utilization [%]  power [mW]  cell area (um2)  hold slack (ns)  instances
6_report                  24.7       0.751             1690            0.421        223
5_1_grt                   24.7       0.783             1690            0.439        223
4_1_cts                   24.7       0.765             1690            0.423        223
3_5_place_dp              23.5       0.458             1600            0.407        215
3_3_place_gp              23.5       0.458             1600            0.408        215
2_1_floorplan                -       0.456             1430            0.400        114
## worst register-to-register path, delay by kind of cell (launching register included)
family	cells	cell delay (ns)
DFF	1	0.62
and+or+nand+nor	3	0.82
## power breakdown
group	internal, mW	switching, mW
Clock	0.158	0.144
Sequential	0.447	0
Combinational	0.00171	0.000832
Total	0.607	0.144
## synth_stat cells, drive strengths merged, types with 3 or more instances
| library cell | n | share of area (%) |
|---|---|---|
| nand2 | 7 | 2.4 |
| and3 | 9 | 4.6 |
| a21oi | 5 | 1.7 |
| xnor2 | 3 | 1.8 |
| nor3b | 3 | 1.6 |
| xor2 | 4 | 2.4 |
| nand3 | 3 | 1.0 |
| nor2 | 12 | 4.3 |
| o21ai | 3 | 1.0 |
| nor2b | 4 | 2.3 |
| edfxtp | 26 | 55 |
| buf | 5 | 3.7 |
| nor3 | 6 | 2.1 |
| dfxtp | 4 | 5.6 |
## layout make-up
cell class,instances,area (um2)
fill,731,5140
sequential,30,861
multi-input combinational,76,507
tap,96,120
timing repair buffer,11,108
clock buffer,5,68.8
clock inverter,3,16.3
inverter,2,7.51
## logic make-up after synthesis
group                      Yosys count  share of synthesized area, %
AOI/OAI and AO/OA                   13                          5.42
xor gates and xnor gates             7                          4.28
adders and majority gates            2                          1.75
buffers and inverters                8                          4.46
DFF                                 30                          60.1
muxes                                2                          1.49
and+or+nand+nor                     52                          22.5
## worst paths after layout
path / start / endpoint / depth (start not counted)
worst max-delay path: estado_actual[3] / dato_out[1] / 3
worst min register to register: shift[0] / dato_out[0] / 0
worst max register to register: estado_actual[3] / dato_out[1] / 3
worst min-delay path: shift[0] / dato_out[0] / 0
No activity file was given, so power comes from the tool's default toggle rates.
